File: config.mk
export PLATFORM = sky130hd
export DESIGN_NAME = startmenu
export DESIGN_NICKNAME = startmenu
export VERILOG_FILES = /design/flow/design.v
export SDC_FILE = /design/flow/constraint.sdc
export NUM_CORES = 4
export LEC_CHECK = 1
export CORE_UTILIZATION = 30
export SYNTH_HDL_FRONTEND = slang
File: design.v
module startmenu  
(
	input logic [9:0] DrawX, DrawY,
	output logic ispixel
);
reg message [1471:0] =
'{
0, 0, 0, 0, 0, 0, 0, 0, 0, 0, 0, 0, 0, 0, 0, 0, 0, 0, 0, 0, 0, 0, 0, 0, 0, 0, 0, 0, 0, 0, 0, 0, 0, 0, 0, 0, 0, 0, 0, 0, 0, 0, 0, 0, 0, 0, 
0, 0, 0, 0, 0, 0, 0, 0, 0, 0, 0, 0, 0, 0, 0, 0, 0, 0, 0, 0, 0, 0, 0, 0, 0, 0, 0, 0, 0, 0, 0, 0, 0, 0, 0, 0, 0, 0, 0, 0, 0, 0, 0, 0, 0, 0, 
0, 0, 0, 0, 0, 0, 0, 0, 0, 0, 0, 0, 0, 0, 0, 0, 0, 0, 0, 0, 0, 0, 0, 0, 0, 0, 0, 0, 0, 0, 0, 0, 0, 0, 0, 0, 0, 0, 0, 0, 0, 0, 0, 0, 0, 0, 
0, 0, 0, 0, 0, 0, 0, 0, 0, 0, 0, 0, 0, 0, 0, 0, 0, 0, 0, 0, 0, 0, 0, 0, 0, 0, 0, 0, 0, 0, 0, 0, 0, 0, 0, 0, 0, 0, 0, 0, 0, 0, 0, 0, 0, 0, 
0, 0, 0, 1, 1, 1, 1, 1, 0, 1, 1, 1, 1, 1, 0, 1, 1, 1, 1, 1, 0, 1, 1, 1, 1, 1, 0, 1, 1, 1, 1, 1, 0, 0, 0, 0, 0, 0, 0, 0, 0, 0, 0, 0, 0, 0, 
0, 0, 0, 1, 0, 0, 0, 1, 0, 1, 0, 0, 0, 1, 0, 1, 0, 0, 0, 0, 0, 1, 0, 0, 0, 0, 0, 1, 0, 0, 0, 0, 0, 0, 0, 0, 0, 0, 0, 0, 0, 0, 0, 0, 0, 0, 
0, 0, 0, 1, 0, 0, 0, 1, 0, 1, 0, 0, 0, 1, 0, 1, 0, 0, 0, 0, 0, 1, 0, 0, 0, 0, 0, 1, 0, 0, 0, 0, 0, 0, 0, 0, 0, 0, 0, 0, 0, 0, 0, 0, 0, 0, 
0, 0, 0, 1, 1, 1, 1, 1, 0, 1, 1, 1, 1, 1, 0, 1, 1, 1, 1, 0, 0, 1, 1, 1, 1, 1, 0, 1, 1, 1, 1, 1, 0, 0, 0, 0, 0, 0, 0, 0, 0, 0, 0, 0, 0, 0, 
0, 0, 0, 1, 0, 0, 0, 0, 0, 1, 0, 1, 0, 0, 0, 1, 0, 0, 0, 0, 0, 0, 0, 0, 0, 1, 0, 0, 0, 0, 0, 1, 0, 0, 0, 0, 0, 0, 0, 0, 0, 0, 0, 0, 0, 0, 
0, 0, 0, 1, 0, 0, 0, 0, 0, 1, 0, 0, 1, 0, 0, 1, 0, 0, 0, 0, 0, 0, 0, 0, 0, 1, 0, 0, 0, 0, 0, 1, 0, 0, 0, 0, 0, 0, 0, 0, 0, 0, 0, 0, 0, 0, 
0, 0, 0, 1, 0, 0, 0, 0, 0, 1, 0, 0, 0, 1, 0, 1, 1, 1, 1, 1, 0, 1, 1, 1, 1, 1, 0, 1, 1, 1, 1, 1, 0, 0, 0, 0, 0, 0, 0, 0, 0, 0, 0, 0, 0, 0, 
0, 0, 0, 0, 0, 0, 0, 0, 0, 0, 0, 0, 0, 0, 0, 0, 0, 0, 0, 0, 0, 0, 0, 0, 0, 0, 0, 0, 0, 0, 0, 0, 0, 0, 0, 0, 0, 0, 0, 0, 0, 0, 0, 0, 0, 0, 
0, 0, 0, 0, 0, 0, 0, 0, 0, 0, 0, 0, 0, 0, 0, 0, 0, 0, 0, 0, 0, 0, 0, 0, 0, 0, 0, 0, 0, 0, 0, 0, 0, 0, 0, 0, 0, 0, 0, 0, 0, 0, 0, 0, 0, 0, 
0, 0, 0, 0, 0, 0, 0, 0, 0, 1, 1, 1, 1, 1, 0, 1, 1, 1, 1, 1, 0, 1, 1, 1, 1, 1, 0, 1, 1, 1, 1, 1, 0, 1, 1, 1, 1, 1, 0, 0, 0, 0, 0, 0, 0, 0, 
0, 0, 0, 0, 0, 0, 0, 0, 0, 1, 0, 0, 0, 0, 0, 1, 0, 0, 0, 1, 0, 1, 0, 0, 0, 1, 0, 1, 0, 0, 0, 0, 0, 1, 0, 0, 0, 0, 0, 0, 0, 0, 0, 0, 0, 0, 
0, 0, 0, 0, 0, 0, 0, 0, 0, 1, 0, 0, 0, 0, 0, 1, 0, 0, 0, 1, 0, 1, 0, 0, 0, 1, 0, 1, 0, 0, 0, 0, 0, 1, 0, 0, 0, 0, 0, 0, 0, 0, 0, 0, 0, 0, 
0, 0, 0, 0, 0, 0, 0, 0, 0, 1, 1, 1, 1, 1, 0, 1, 1, 1, 1, 1, 0, 1, 1, 1, 1, 1, 0, 1, 0, 0, 0, 0, 0, 1, 1, 1, 1, 0, 0, 0, 0, 0, 0, 0, 0, 0, 
0, 0, 0, 0, 0, 0, 0, 0, 0, 0, 0, 0, 0, 1, 0, 1, 0, 0, 0, 0, 0, 1, 0, 0, 0, 1, 0, 1, 0, 0, 0, 0, 0, 1, 0, 0, 0, 0, 0, 0, 0, 0, 0, 0, 0, 0, 
0, 0, 0, 0, 0, 0, 0, 0, 0, 0, 0, 0, 0, 1, 0, 1, 0, 0, 0, 0, 0, 1, 0, 0, 0, 1, 0, 1, 0, 0, 0, 0, 0, 1, 0, 0, 0, 0, 0, 0, 0, 0, 0, 0, 0, 0, 
0, 0, 0, 0, 0, 0, 0, 0, 0, 1, 1, 1, 1, 1, 0, 1, 0, 0, 0, 0, 0, 1, 0, 0, 0, 1, 0, 1, 1, 1, 1, 1, 0, 1, 1, 1, 1, 1, 0, 0, 0, 0, 0, 0, 0, 0, 
0, 0, 0, 0, 0, 0, 0, 0, 0, 0, 0, 0, 0, 0, 0, 0, 0, 0, 0, 0, 0, 0, 0, 0, 0, 0, 0, 0, 0, 0, 0, 0, 0, 0, 0, 0, 0, 0, 0, 0, 0, 0, 0, 0, 0, 0, 
0, 0, 0, 0, 0, 0, 0, 0, 0, 0, 0, 0, 0, 0, 0, 0, 0, 0, 0, 0, 0, 0, 0, 0, 0, 0, 0, 0, 0, 0, 0, 0, 0, 0, 0, 0, 0, 0, 0, 0, 0, 0, 0, 0, 0, 0, 
0, 0, 0, 0, 0, 0, 0, 0, 0, 0, 0, 0, 0, 0, 0, 0, 0, 0, 0, 0, 0, 0, 0, 0, 0, 0, 0, 0, 0, 0, 0, 0, 0, 0, 0, 0, 0, 0, 0, 0, 0, 0, 0, 0, 0, 0, 
0, 0, 1, 1, 1, 1, 1, 0, 1, 1, 1, 1, 1, 0, 0, 0, 1, 1, 1, 1, 1, 0, 1, 1, 1, 1, 1, 0, 1, 1, 1, 1, 1, 0, 1, 1, 1, 1, 1, 0, 1, 0, 0, 0, 1, 0, 
0, 0, 0, 0, 1, 0, 0, 0, 1, 0, 0, 0, 1, 0, 0, 0, 1, 0, 0, 0, 1, 0, 1, 0, 0, 0, 0, 0, 1, 0, 0, 0, 0, 0, 0, 0, 1, 0, 0, 0, 1, 0, 0, 0, 1, 0, 
0, 0, 0, 0, 1, 0, 0, 0, 1, 0, 0, 0, 1, 0, 0, 0, 1, 0, 0, 0, 1, 0, 1, 0, 0, 0, 0, 0, 1, 0, 0, 0, 0, 0, 0, 0, 1, 0, 0, 0, 1, 1, 0, 0, 1, 0, 
0, 0, 0, 0, 1, 0, 0, 0, 1, 0, 0, 0, 1, 0, 0, 0, 1, 1, 1, 1, 1, 0, 1, 1, 1, 1, 0, 0, 1, 0, 0, 0, 0, 0, 0, 0, 1, 0, 0, 0, 1, 0, 1, 0, 1, 0, 
0, 0, 0, 0, 1, 0, 0, 0, 1, 0, 0, 0, 1, 0, 0, 0, 1, 0, 0, 0, 1, 0, 1, 0, 0, 0, 0, 0, 1, 0, 0, 1, 1, 0, 0, 0, 1, 0, 0, 0, 1, 0, 0, 1, 1, 0, 
0, 0, 0, 0, 1, 0, 0, 0, 1, 0, 0, 0, 1, 0, 0, 0, 1, 0, 0, 0, 1, 0, 1, 0, 0, 0, 0, 0, 1, 0, 0, 0, 1, 0, 0, 0, 1, 0, 0, 0, 1, 0, 0, 0, 1, 0, 
0, 0, 0, 0, 1, 0, 0, 0, 1, 1, 1, 1, 1, 0, 0, 0, 1, 1, 1, 1, 1, 0, 1, 1, 1, 1, 1, 0, 1, 1, 1, 1, 1, 0, 1, 1, 1, 1, 1, 0, 1, 0, 0, 0, 1, 0, 
0, 0, 0, 0, 0, 0, 0, 0, 0, 0, 0, 0, 0, 0, 0, 0, 0, 0, 0, 0, 0, 0, 0, 0, 0, 0, 0, 0, 0, 0, 0, 0, 0, 0, 0, 0, 0, 0, 0, 0, 0, 0, 0, 0, 0, 0, 
0, 0, 0, 0, 0, 0, 0, 0, 0, 0, 0, 0, 0, 0, 0, 0, 0, 0, 0, 0, 0, 0, 0, 0, 0, 0, 0, 0, 0, 0, 0, 0, 0, 0, 0, 0, 0, 0, 0, 0, 0, 0, 0, 0, 0, 0
};
always_comb 
begin
if(DrawX <46 && DrawY < 32 && message[ ((32-DrawY) * 46  ) + (46-DrawX) ] == 1)
	ispixel = 1;
else
	ispixel = 0;
end
endmodule
File: run.sh
#!/bin/bash
# OpenROAD 26Q1-2900-gdf79404cd8, Yosys 0.63+post, stock flow scripts
make -C /OpenROAD-flow-scripts/flow DESIGN_CONFIG=/design/flow/config.mk WORK_HOME=/design/flow/orfs finish
File: constraint.sdc
current_design startmenu

set clk_period 10.2
set clk_io_pct 0.2

create_clock -name clk0 -period $clk_period

set non_clock_inputs [all_inputs -no_clocks]
set_input_delay [expr $clk_period * $clk_io_pct] -clock clk0 $non_clock_inputs
set_output_delay [expr $clk_period * $clk_io_pct] -clock clk0 [all_outputs]
==> flow_metrics.py <==
# Physical implementation metrics
metrics = {
    "clock_network": {
        "cts-hold-fix-buffers": 0,
    },
    "critical_path": {
        "max_stage_delay_ps": 540,
        "cp_common_cell": "inv_1",
        "timing.setup.critical_path_class": "input pin to primary output",
        "cp_top_family": "adder cells",
        "worstSetupEndpointType": "primary output",
        "startpoint": "DrawY[0]",
        "worst-endpoint-arrival_ps": 7870,
        "worstPathBufferInverterCount": 7,
        "timing.critical_path.slowest_stage_cell": "fa_1",
        "worst_path_required_ps": 8160,
        "crit_path_start_kind": "input pin",
        "worst-path-max-fanout": 6,
    },
    "routing": {
        "insertedDiodeCount": 0,
        "drtPass1Iterations": 5,
        "drt_wl_total_um": 7880,
        "route.antenna.remaining_nets": 0,
        "detailroute.via_count": 2994,
        "number_of_remaining_drc_errors": 0,
        "via_per_inst": 5.43,
        "first_iter_violations": 126,
        "wl_per_cell_um": 14.3,
    },
    "yosys": {
        "total_cell_area_reported_by_yosys_after_synthesis_um2": 2940,
        "total_standard_cell_area_after_synthesis_um2": 2940,
        "netlist_top_cells_count": "52 x inv_1, 45 x ha_1, 32 x a21oi_1",
        "synth_area_leader_cell": "ha_1",
        "main_area_contributors_after_synthesis": "ha_1 19%, fa_1 6.8%, inv_1 6.6%, a21oi_1 5.4%, xnor2_1 5.4%",
        "top_cell": "inv_1",
        "synthDistinctLibCells": 71,
        "syn_avg_cell_area_um2": 7.22,
        "synth_warnings": 0,
        "portion_of_the_post_synthesis_area_used_by_sequential_elements_pct": 0,
        "yosys_cells": 408,
        "top_cell_area_share_pct": 19.1,
        "syn-instance-count": 408,
    },
    "global_route": {
        "grt_pass1_vias": 2739,
        "grt_start_max_net_pins": 31,
        "track_usage_pct": 16.2,
        "grt_pass1_wl_um": 13200,
        "grt_antenna_before_repair": 0,
        "grt_overflow_total": 0,
    },
    "worst_hold_path": {
        "worstHoldStart": "DrawY[1]",
        "hold_path.class": "input pin to primary output",
    },
    "placement": {
        "post-place-ws_ps": 67.0,
        "dpl-instance-area_um2": 3280,
        "placed_cells": 546,
        "gp_congestion": 0.961,
        "port_buffers": 21,
        "post-dp-hpwl_um": 6190,
    },
    "floorplanning": {
        "floorplan.io_pins": 21,
        "chipWidth_um": 101,
        "core_area_um2": 9370,
        "fp_util_pct": 31.4,
        "dieHeight_um": 101,
        "die_area_um2": 10200,
        "core.rowCount": 35,
    },
    "layout": {
        "finalInstanceArea_um2": 3420,
        "flop-count": 0,
        "flop_area_um2": 0,
        "areaGrowthSynthToFinish_pct": 16.3,
        "final_cells": 551,
        "layout_cells_sized_above_1_pct": 12.3,
        "filler_cell_count": 1009,
        "clock_buffer_count": 0,
    },
    "timing": {
        "slew-limit-headroom_pct": 55.3,
        "finalHoldViolCount": 0,
        "hold_ws_ps": 5140,
        "fmax_mhz": 101,
        "finalMaxSlewViolations": 0,
        "report.final.setup_viol": 0,
        "layout_worst_path_cycle_share_pct": 97.1,
        "postLayoutSetupSlackWorst_ps": 293,
        "max_slew.worst_pin.slew_ps": 665,
        "layout_min_cycle_time_ps": 9910,
    },
    "status": {
        "status": "completed",
    },
    "job": {
        "drv.max_cap_violation_count": 0,
        "stage_log_warnings": 42,
    },
}
path summary, 6_finish.rpt:
kind	slack [ps]	to	cells past startpoint
max	290	ispixel	25
min	5140	ispixel	7
per-stage QoR:
step	util (%)	TNS, ps
3_5_place_dp	35.0	0
4_1_cts	35.0	0
5_1_grt	36.5	-23.6
6_report	36.5	0
2_1_floorplan	-	0
3_3_place_gp	35.0	0
metal layers:
layer	share of wire [%]	vias up	global-route usage (%)
met2	46	113	26.8
met4	1.4	0	2.56
met5	0	-	0
met3	7.5	16	2.12
li1	-	1501	-
met1	46	1364	23.0
cell usage in the layout, fill, tap and decap left out, types with 5 or more instances in the layout:
cell	count
nor2b_1	5
xnor2_2	6
fa_1	10
nand3_1	11
ha_1	44
inv_1	52
o211ai_1	9
xor2_1	5
buf_4	16
xnor2_1	14
nand4_1	5
a21oi_1	32
a31oi_1	6
nor2_1	28
nor3_1	10
o21ai_0	20
mux2i_1	7
clkdlybuf4s50_1	19
nand2_1	23
layout make-up:
type | count | area [um2] | share of cell area, %
Inverter | 52 | 195 | 5.70
Multi-Input combinational cell | 332 | 2720 | 79.5
Tap cell | 129 | 161 | 4.71
Timing Repair Buffer | 38 | 347 | 10.1
cells by family (layout without fill, tap and decap cells):
family                   after synthesis  in the layout  synth area share, %
multiplexers                           7              7                 2.38
XOR/XNOR                              27             27                 9.26
adder cells (fa/ha/maj)               55             55                 25.9
buffers and inverters                 76             90                 10.8
AND-OR/OR-AND                        128            128                 31.7
AND/OR/NAND/NOR                      115            115                 19.9
repair_timing:
item / CTS / global route
setup buffers: 0 / 4
endpoints found under the setup margin: 0 / 1
gates resized: 0 / 19
